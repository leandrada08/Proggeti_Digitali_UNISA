==> design.v <==
module ADD4(
  input wire [32-1:0] current_address,
  output reg [32-1:0] next_address
  );
always @(*) begin
  next_address <= current_address + 4;
end
endmodule
==> run.sh <==
#!/bin/bash
# OpenROAD 26Q1-2900-gdf79404cd8, Yosys 0.63+post, stock flow scripts
make -C /OpenROAD-flow-scripts/flow DESIGN_CONFIG=/design/flow/config.mk WORK_HOME=/design/flow/orfs finish
==> config.mk <==
export PLATFORM = sky130hd
export DESIGN_NAME = ADD4
export DESIGN_NICKNAME = ADD4
export VERILOG_FILES = /design/flow/design.v
export SDC_FILE = /design/flow/constraint.sdc
export NUM_CORES = 4
export LEC_CHECK = 1
export CORE_AREA = 10 10 70 70
export DIE_AREA = 0 0 80 80
==> constraint.sdc <==
current_design ADD4

set clk_period 5.5
set clk_io_pct 0.2

create_clock -name clk0 -period $clk_period

set non_clock_inputs [all_inputs -no_clocks]
set_input_delay [expr $clk_period * $clk_io_pct] -clock clk0 $non_clock_inputs
set_output_delay [expr $clk_period * $clk_io_pct] -clock clk0 [all_outputs]
==> CHANGELOG.md <==
## Flow update

- Outcome: completed
- Top post-synthesis cells by count: 21 x xnor2_1, 10 x nand2_1, 10 x nand3_1
- Critical Path Source Type: input pin
- Final Hold Vio Count: 0
- Max-cap violations: 0
- Cell count in the Yosys report: 83
- Count leader, synth: xnor2_1
- Syn avg cell area: 6.99 sq um
- Fmax: between 200 and 250 MHz
- Top cell area share: 0.317
- Global-route wire length before repair: 3840 um
- CTS resizes: 0
- Core area: 0.00342 sq mm
- FF+latch area: 0 sq um
- P_leak: 0.423 nW
- Synth Warn #: 1
- Max Slew Vio Count: 0
- PwrDens: 56.9 mW/mm^2
- Largest net degree at the start of global routing: 9
- Area Overhead vs Synth: 111%
- Final period util: 0.804
- Setup violators final: 0
- Clock buffer count: 0
- RSZ-0062 raised after global routing: no
- Die Wd: 80 um
- Global route overflow: 0
- OpenROAD warnings: 32
- Number of global-route vias before repair: 822
- Chip Area, Yosys: 581 sq um
- Final core occ: 0.358
- Buffers on Ports: 60
- Arr. time, crit path: 3.32 ns
- Post-Syn Area: 581 sq um
- # DRC: 0
- Wire per inst: 12.1 um
- Post-synthesis sequential area ratio: 0
- Post-Route WL: 2270 um
- CP endpoint kind: output port
- Fin crit period: between 4 and 5 ns
- Crit path DRT: 4.40 ns
- Die height: 80 um
- Initial antenna violation count: 0
- Initial Util: 0.170
- I/O Pins: 64
- Drt first pass iters: 5
- Largest cells by area after synthesis: xnor2_1 32%, xor2_1 11%, nand4_1 9.7%, nand3_1 8.6%, nor4_4 7.3%
- Worst-Margin Slew: around 0.50 ns
- Total GRT Usage: 0.0711
- Slew margin rel.: 0.665
- # Post-CTS Setup Buffers: 0
- Gp weighted congestion: 0.734
- Routed via count: 775
- Hpwl dp: 2030 um
- Count of different cell masters after synthesis: 18
- WS Path Type: input pin to output port
- DIE AREA: 0.00640 sq mm
- Vias/cell: approximately 4.1
- Antenna Nets Post-Route: 0
- Setup TNS: 0 ns
- CTS Hold Bufs: 0
- Starting DRT DRC Count: 36
- Registers: 0
- Antenna fix cells: 0
- Site Rows: 21
- Yosys top cell by area: xnor2_1
- Filler instances: 348
- Max IR drop VDD: 29.1 uV
- Hold Crit Class: input pin to output port
- Post-Syn Instances: 83
- Ratio of cells with drive above 1 in the final layout: 0.0496
- Max FO, Critical Path: 8
worst max-delay path, stage by stage:
cell and delay (ns):
clkdlybuf4s50_1 0.53, ha_1 0.20, nand3_1 0.22, nor4_4 0.44
nand4_1 0.18, xnor2_1 0.16, clkdlybuf4s50_1 0.48
layout by cell type, fill, tap and decap left out, drive strengths merged:
master,n
ha,1
or2,2
inv,2
nor2,7
nand2,10
xnor2,21
nand3,11
and2,1
nand4,10
and4,2
xor2,7
nor4,2
clkdlybuf4s50,60
and3,2
nor3,3
layer usage:
layer | GRT usage | up-vias | share of wire
met1 | 0.0857 | 333 | 0.38
met2 | 0.120 | 30 | 0.48
met4 | 0 | 0 | 0
li1 | - | 412 | -
met5 | 0 | - | 0
met3 | 0.0330 | 0 | 0.14
cell families (layout without fill, tap and decap cells):
family | count (synthesis) | in the layout | synth area share
AND/OR/NAND/NOR | 50 | 50 | 0.517
XOR/XNOR | 28 | 28 | 0.422
buffers and inverters | 4 | 62 | 0.0388
adder cells (fa/ha/maj) | 1 | 1 | 0.0215
where the power goes:
| group | internal [mW] | switching, mW | leakage (nW) |
|---|---|---|---|
| registers | 0 | 0 | 0 |
| logic | 0.0483 | 0.0213 | 0.423 |
| clock network | 0 | 0 | 0 |
per-stage QoR:
stage          cells  total power, mW  area [sq um]  hold WS [ns]  setup slack [ns]
2_1_floorplan     83           0.0135           581          2.21              2.33
6_report         187           0.0696          1220          2.20              1.08
4_1_cts          187           0.0711          1220          2.20              1.03
3_5_place_dp     187           0.0705          1220          2.20              1.03
5_1_grt          187           0.0764          1220          2.20             0.855
3_3_place_gp     187           0.0702          1220          2.20              1.09
worst paths after layout:
path / end / start / cells after the start
setup / recovery: next_address[28] / current_address[2] / 7
hold / removal: next_address[0] / current_address[0] / 0
area by class of cell:
type / count / area [sq um] / share of cell area
timing repair buffer: 60 / 601 / 0.491
multi-input combinational: 79 / 558 / 0.456
tap: 46 / 57.6 / 0.0470
inverter: 2 / 7.51 / 0.00613
Power is estimated from default activity; no workload was simulated.
