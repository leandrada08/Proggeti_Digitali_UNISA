$ cat /design/flow/run.sh
#!/bin/bash
# OpenROAD 26Q1-2900-gdf79404cd8, Yosys 0.63+post, stock flow scripts
make -C /OpenROAD-flow-scripts/flow DESIGN_CONFIG=/design/flow/config.mk WORK_HOME=/design/flow/orfs finish
$ cat /design/flow/config.mk
export PLATFORM = sky130hd
export DESIGN_NAME = MUX32
export DESIGN_NICKNAME = MUX32
export VERILOG_FILES = /design/flow/design.v
export SDC_FILE = /design/flow/constraint.sdc
export NUM_CORES = 4
export LEC_CHECK = 1
export CORE_AREA = 10 10 71 71
export DIE_AREA = 0 0 81 81
$ cat /design/flow/design.v
module MUX32 (
  input wire [32-1:0] A,
  input wire [32-1:0] B,
  input wire select,
  output reg [32-1:0] C
);
  always @ (*) begin
    if (select) begin
      C <= B;
    end else begin
      C <= A;
    end
  end
endmodule
$ cat /design/flow/constraint.sdc
current_design MUX32

set clk_period 1.0
set clk_io_pct 0.2

create_clock -name clk0 -period $clk_period

set non_clock_inputs [all_inputs -no_clocks]
set_input_delay [expr $clk_period * $clk_io_pct] -clock clk0 $non_clock_inputs
set_output_delay [expr $clk_period * $clk_io_pct] -clock clk0 [all_outputs]
==> results_dict.tcl <==
# implementation run metrics
set metrics [dict create \
    violations "negative setup slack" \
    seq_cells 0 \
    drt_iter0_markers 2 \
    met2RoutedLength_um 1450 \
    synth.lib_cells_used.distinct 4 \
    routed.top_layer "met3" \
    dr_total_vias 715 \
    dieArea_sq_mm 0.00656 \
    placed_cells_incl_taps 179 \
    fillerInstances 357 \
    global_route.overflow_total 0 \
    worstSetupPathType "in -> out" \
    synth_top_area_share 0.828 \
    antenna_found_initial 0 \
    synth-simple-area-share 0 \
    yosys_area_sq_um 544 \
    grt_setup_unrepaired "true" \
    dp_hpwl_um 2500 \
    worst_slack_ns -0.179 \
    number_of_buffers_added_to_fix_hold_violations_after_cts 0 \
    dr.pass1.iters 2 \
    period_needed_ns 1.18 \
    insertedDiodeCount 0 \
    max_cap_viol_count 0 \
    whs_ns 0.691 \
    yosys-dominant-comb-family "multiplexers" \
    routedLengthMet1_um 1080 \
    final.setup.tns_ns -3.30 \
    hold-path-cell-count 3 \
    grt_pass1_vias 764 \
    xor_area_frac 0 \
    final_antenna_net_count 0 \
    layout.cells.most_common_list "sky130_fd_sc_hd__dlygate4sd2_1, sky130_fd_sc_hd__mux2_4, sky130_fd_sc_hd__buf_6" \
    dp_worst_setup_slack_ns -0.512 \
    flow.area_growth_from_synthesis_pct 192 \
    run_status "finished, violations left" \
    number_of_i_o_pins 97 \
    via_per_inst 3.82 \
    yosys.area.top_type "sky130_fd_sc_hd__mux2_4" \
    max_clock_freq_mhz 848 \
    p_per_area_mw_per_mm2 392 \
    slew_headroom 0.942 \
    post_synth_fa_ha_maj_area_fraction 0 \
    hold_path.class "in -> out" \
    type_of_element_capturing_the_critical_path "primary output" \
    muxShareOfSynthArea 0.869 \
    flop_area_sq_um 0 \
    hold_violations 0 \
    drv_slew 0 \
    route.final.wire_length_um 2880 \
    width_of_the_die_um 81 \
    number_of_instances_in_the_synthesized_netlist 36 \
    die_y_um 81 \
    port_buffers 97 \
    synth_seq_share 0 \
    crit_path_start "select" \
    fraction_of_final_layout_cells_with_drive_strength_greater_than_1 0.540 \
    syn_warnings 1 \
    gp_routability_congestion 0.832 \
    mi_logic_area_sq_um 477 \
    netlist_area_before_placement_sq_um 544 \
    synth.cellmix.compoundShare 0 \
    syn-mean-instance-area_sq_um 15.1 \
    setup_viol 32 \
    vdd.ir_drop.worst_uv 169 \
    warnings 34 \
    cp_max_fo 6 \
    post-route-drc-count 0 \
    leakage_power_figure_nw 0.872 \
    placement_rows 22 \
    grt_first_pass_wirelength_um 4140 \
    finalNonFillerCells 187 \
    wire_per_inst_um 15.4 \
    floorplan.core_util 0.150 \
    grt_util_all_layers 0.0779 \
    cp-endpoint "C[4]" \
    highest_count_logic_cell_in_the_final_layout "sky130_fd_sc_hd__dlygate4sd2_1" \
    synth.yosys.num_cells 36 \
    post-route-util 0.438 \
    timing.critical_path.required_ns 0.80 \
    length_of_routed_met3_wiring_um 350 \
    worstMarginPinSlew_ns 0.0870 \
    fp.coreArea_sq_mm 0.00363 \
    area_leaders "sky130_fd_sc_hd__mux2_4, sky130_fd_sc_hd__buf_12, sky130_fd_sc_hd__mux2_2" \
    setup.worst_path.start_class "input pin" \
    finalCritPeriodShare 1.18 \
    pin_count_of_the_biggest_net_entering_global_routing 11 \
    clockBufferCount 0 \
    cp_data_arrival_time_ns 0.98 \
]
[routing by layer]
metal	up-vias	GRT usage
met5	-	0
met4	0	0
met3	0	0.0278
met2	50	0.143
met1	320	0.0903
li1	345	-
[worst min-delay path by stage]
stage,from,endpoint,slack [ns]
global route,A[29],C[29],0.72
CTS,select,C[29],0.75
finish,B[29],C[29],0.69
[where the power goes]
part | switching [W] | internal (W)
clock | 0 | 0
sequential | 0 | 0
combinational | 0.000137 | 0.000487
[synthesized netlist by cell type (all sizes together)]
cell and n:
mux2 32, buf 4
[per-stage QoR]
| step | cell area [sq um] | power [W] |
|---|---|---|
| floorplan | 544 | 0.000206 |
| finish | 1590 | 0.000624 |
| CTS | 1540 | 0.000614 |
| detailed placement | 1540 | 0.000661 |
| global route | 1590 | 0.000666 |
| global placement | 1540 | 0.000656 |
[layout make-up]
type                       count  area share
timing repair buffer         107       0.662
multi-input combinational     32       0.300
tap                           48      0.0378
[worst max-delay path, cell delays in order]
cell	delay [ns]
sky130_fd_sc_hd__buf_12	0.12
sky130_fd_sc_hd__buf_12	0.13
sky130_fd_sc_hd__buf_12	0.12
sky130_fd_sc_hd__mux2_4	0.29
sky130_fd_sc_hd__buf_6	0.11
[cell families (layout without fill, tap and decap cells)]
kind of cell | after synthesis | count (layout)
multiplexers | 32 | 32
buffers and inverters | 4 | 107
[repair_timing]
item                                    4_1_cts  5_1_grt
buffers inserted                              5        1
endpoints found under the setup margin       32       32
resized                                     171       10
cloned                                        2        0
No activity file was given, so power comes from the tool's default toggle rates.
