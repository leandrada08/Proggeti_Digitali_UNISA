### flow/design.v
module ADD(
  input wire [32-1:0] A,
  input wire [32-1:0] B,
  output reg [32-1:0] C
  );
always @(*) begin
  C <= A + B;
end
endmodule
### flow/run.sh
#!/bin/bash
# OpenROAD 26Q1-2900-gdf79404cd8, Yosys 0.63+post, stock flow scripts
make -C /OpenROAD-flow-scripts/flow DESIGN_CONFIG=/design/flow/config.mk WORK_HOME=/design/flow/orfs finish
### flow/config.mk
export PLATFORM = sky130hd
export DESIGN_NAME = ADD
export DESIGN_NICKNAME = ADD
export VERILOG_FILES = /design/flow/design.v
export SDC_FILE = /design/flow/constraint.sdc
export NUM_CORES = 4
export LEC_CHECK = 1
export CORE_AREA = 10 10 94 94
export DIE_AREA = 0 0 104 104
### flow/constraint.sdc
current_design ADD

set clk_period 14.5
set clk_io_pct 0.2

create_clock -name clk0 -period $clk_period

set non_clock_inputs [all_inputs -no_clocks]
set_input_delay [expr $clk_period * $clk_io_pct] -clock clk0 $non_clock_inputs
set_output_delay [expr $clk_period * $clk_io_pct] -clock clk0 [all_outputs]
==> flow_metrics.tcl <==
# implementation run metrics
set metrics [dict create \
    wl_um 5830 \
    drv_cap 0 \
    synth_stat.cells 241 \
    crit_required_ns 11.60 \
    ys_seq_frac 0 \
    critical_path.top_delay_family "AND-OR/OR-AND gates" \
    hold_slack_ns 6.83 \
    cp_slowest_cell "clkdlybuf4s50_1" \
    drt_iter0_drc 77 \
    ys_sh_adder 0.234 \
    syn_inst 241 \
    cpPeakStageDelay_ns 0.50 \
    port_buffers 96 \
    regArea_um2 0 \
    crit_arrival_ns 5.87 \
    dp_cells 422 \
    logic_area_um2 1680 \
    fp.dieH_um 104 \
    dp_hpwl_um 5170 \
    maxSlewHeadroom 0.643 \
    grt_max_degree 11 \
    finalClockPeriodUsage 0.605 \
    worst-setup-path-type "input pin to output port" \
    synth.distinct_cells 50 \
    drive_above_1_share 0.0307 \
    cts_resized 0 \
    top_area_frac 0.222 \
    fin_cells 422 \
    layout_top_cell "clkdlybuf4s50_1" \
    place_area_um2 2780 \
    largest_area_cell "ha_1" \
    ys_warn_count 1 \
    core_um2 6830 \
    crit_buf_inv 2 \
    dr.pass1.iters 4 \
    via_per_inst 5.03 \
    status "finished, final reports clean" \
    hold_violations 0 \
    fp_util 0.255 \
    grt_pass1_wl_um 9760 \
    cp-start-kind "input pin" \
    finalSetupViolCount 0 \
    ys_top_logic_family "AND-OR/OR-AND gates" \
    power_density_nw_per_um2 47.9 \
    rows 30 \
    ir_drop_mv 0.0235 \
    antenna_cells 0 \
    cts_setup_buffers 0 \
    drc 0 \
    die-area_um2 10800 \
    vias 2123 \
    wire_per_inst_um 13.8 \
    syn-cell-area_um2 1740 \
    gr-total-overflow 0 \
    lay_top_cells "clkdlybuf4s50_1 (96), ha_1 (31), a21oi_1 (29), a21o_1 (19), nand2_1 (18)" \
    mux_share 0.0115 \
    crit_chain "clkdlybuf4s50_1 > ha_1 > fa_1 > a21o_1 > a31o_2 > nand3_1 > o221ai_1 > a311oi_1 > o21bai_1 > xor2_1 > clkdlybuf4s50_1" \
    syn_to_final_growth_pct 59.5 \
    ys_sh_xor 0.141 \
    maxSlewViolCount 0 \
    area_leaders "ha_1 (22%), a21oi_1 (8.3%), a21o_1 (8.2%)" \
    hold_class "input pin to output port" \
    cpMostUsedCell "clkdlybuf4s50_1" \
    ff_count 0 \
    avgSynthCellArea_um2 7.24 \
    antenna_found_initial 0 \
    worst_pin_slew_ns 0.523 \
    ys_sh_simple 0.183 \
    max_freq_ghz 0.114 \
    ant_nets 0 \
    rsz0062_at_grt "no" \
    leakagePower_nw 1.18 \
    worst_setup_path_end_kind "output port" \
    grt_pass1_vias 2037 \
    cts_hold_buf 0 \
    fin_util 0.407 \
    die_width_um 104 \
    aoi_share 0.393 \
    fin_area_um2 2780 \
    n_fill_cell 700 \
    ios 96 \
    gp_congestion 0.819 \
    yosys_area_um2 1740 \
    fin_tns_setup_ns 0 \
    warnings 32 \
    finalCriticalPeriod_ns 8.77 \
    crit_fanout 4 \
    clock_buffers 0 \
    groute.usage.overall 0.103 \
]
## worst min-delay path, cell delays in order
cell             delay, ns
clkdlybuf4s50_1       0.45
ha_1                  0.11
clkdlybuf4s50_1       0.46
## routing by layer
layer | GRT usage | share of wire | up-vias
met3 | 0.0219 | 0.065 | 0
met1 | 0.145 | 0.49 | 958
met5 | 0 | 0 | -
met2 | 0.167 | 0.45 | 72
met4 | 0 | 0 | 0
li1 | - | - | 1093
## cell usage after synthesis (2+ instances only)
master    count
nand2b_1      2
ha_1         31
xor2_1       15
nand4_1       8
a211oi_1      3
nor3_1        4
or2_2         3
xnor2_1      13
buf_2         2
inv_1         6
nor2_1       12
clkbuf_1      8
nand3_1      10
a311oi_1      2
a31oi_1       3
nand2_1      18
o21ai_0      13
a21o_1       19
o21bai_1      4
o221ai_1      2
o21a_1        2
o311ai_1      2
o211ai_1      3
mux2i_1       2
a21oi_1      29
## final timing paths
| kind | start | to | slack (ns) | cells past startpoint |
|---|---|---|---|---|
| worst min-delay path | B[0] | C[0] | 6.83 | 3 |
| worst max-delay path | A[0] | C[26] | 5.73 | 11 |
## power breakdown
group	internal, mW	switching (mW)
Clock	0	0
Sequential	0	0
Combinational	0.0803	0.0528
## per-stage QoR
| stage | setup slack (ns) | power [mW] |
|---|---|---|
| 5_1_grt | 5.57 | 0.148 |
| 6_report | 5.73 | 0.133 |
| 4_1_cts | 5.73 | 0.135 |
| 3_3_place_gp | 5.78 | 0.135 |
| 3_5_place_dp | 5.74 | 0.134 |
| 2_1_floorplan | 6.87 | 0.0641 |
## kinds of logic after synthesis
family | after synthesis
fa+ha+maj | 32
compound gates | 97
buf+inv | 17
xor+xnor | 28
simple gates | 65
mux | 2
## area by class of cell
| type | count | share of cell area |
|---|---|---|
| inverter | 6 | 0.00810 |
| multi-input combinational | 224 | 0.603 |
| tap | 96 | 0.0432 |
| timing repair buffer | 96 | 0.345 |
Power is estimated from default activity; no workload was simulated.
